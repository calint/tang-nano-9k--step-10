==> flow/run.sh <==
#!/bin/bash
# OpenROAD 26Q1-2900-gdf79404cd8, Yosys 0.63+post, stock flow scripts
make -C /OpenROAD-flow-scripts/flow DESIGN_CONFIG=/design/flow/config.mk WORK_HOME=/design/flow/orfs finish
==> flow/config.mk <==
export PLATFORM = sky130hd
export DESIGN_NAME = Core
export DESIGN_NICKNAME = Core
export VERILOG_FILES = /design/flow/design.v
export SDC_FILE = /design/flow/constraint.sdc
export NUM_CORES = 4
export LEC_CHECK = 1
export CORE_UTILIZATION = 30
==> flow/constraint.sdc <==
current_design Core

set clk_period 5.2
set clk_io_pct 0.2

create_clock -name clk0 -period $clk_period [get_ports {clk}]

set non_clock_inputs [all_inputs -no_clocks]
set_input_delay [expr $clk_period * $clk_io_pct] -clock clk0 $non_clock_inputs
set_output_delay [expr $clk_period * $clk_io_pct] -clock clk0 [all_outputs]
==> flow/design.v <==
parameter Memory_Clock = 81;
parameter PSRAM_WIDTH = 8;
parameter DQ_WIDTH = 16;
parameter ADDR_WIDTH = 21;
parameter Burst_Length  = "16_Bytes";
parameter burst_num = 4;
parameter Fixed_Latency_Enable = "Fixed";
parameter Initial_Latency = 6;
parameter Drive_Strength = 50;
parameter Deep_Power_Down = "OFF";
parameter Hybrid_Sleep_Mode = "OFF";
parameter Refresh_Rate = "normal";
parameter PASR = "full";
parameter shift_delay = 0;
`timescale 100ps / 100ps
`default_nettype none
module Core (
    input wire clk,
    input wire rst_n,
    output reg [1:0] led,
    output reg ramio_enable,
    output reg [1:0] ramio_write_type,
    output reg [2:0] ramio_read_type,
    output reg [31:0] ramio_address,
    output reg [31:0] ramio_data_in,
    input wire [31:0] ramio_data_out,
    input wire ramio_data_out_ready,
    input wire ramio_busy,
    output reg  flash_clk,
    input  wire flash_miso,
    output reg  flash_mosi,
    output reg  flash_cs
);
  localparam STARTUP_WAIT = 1_000_000;
  localparam FLASH_TRANSFER_BYTES_NUM = 32'h0010_0000;
  reg [23:0] flash_data_to_send;
  reg [4:0] flash_bits_to_send;
  reg [31:0] flash_counter;
  reg [7:0] flash_current_byte_out;
  reg [7:0] flash_current_byte_num;
  reg [7:0] flash_data_in[4];
  reg [31:0] ramio_address_next;
  localparam STATE_INIT_POWER = 0;
  localparam STATE_LOAD_CMD_TO_SEND = 1;
  localparam STATE_SEND = 2;
  localparam STATE_LOAD_ADDRESS_TO_SEND = 3;
  localparam STATE_READ_DATA = 4;
  localparam STATE_START_WRITE = 5;
  localparam STATE_WRITE = 6;
  localparam STATE_TEST_1 = 7;
  localparam STATE_TEST_2 = 8;
  localparam STATE_DONE = 9;
  reg [4:0] state = 0;
  reg [4:0] return_state = 0;
  always_ff @(posedge clk, negedge rst_n) begin
    if (!rst_n) begin
      ramio_enable <= 0;
      ramio_read_type <= 0;
      ramio_write_type <= 0;
      ramio_address <= 0;
      ramio_address_next <= 0;
      ramio_data_in <= 0;
      led[1:0] <= 2'b11;
      flash_counter <= 0;
      flash_clk <= 0;
      flash_mosi <= 0;
      flash_cs <= 1;
      state <= STATE_INIT_POWER;
    end else begin
      case (state)
        STATE_INIT_POWER: begin
          if (flash_counter > STARTUP_WAIT) begin
            flash_counter <= 0;
            state <= STATE_LOAD_CMD_TO_SEND;
          end else begin
            flash_counter <= flash_counter + 1;
          end
        end
        STATE_LOAD_CMD_TO_SEND: begin
          flash_cs <= 0;
          flash_data_to_send[23-:8] <= 3;   
          flash_bits_to_send <= 8;
          state <= STATE_SEND;
          return_state <= STATE_LOAD_ADDRESS_TO_SEND;
        end
        STATE_LOAD_ADDRESS_TO_SEND: begin
          flash_data_to_send <= 0;   
          flash_bits_to_send <= 24;
          flash_current_byte_num <= 0;
          state <= STATE_SEND;
          return_state <= STATE_READ_DATA;
        end
        STATE_SEND: begin
          if (flash_counter == 0) begin
            flash_clk <= 0;
            flash_mosi <= flash_data_to_send[23];
            flash_data_to_send <= {flash_data_to_send[22:0], 1'b0};
            flash_bits_to_send <= flash_bits_to_send - 1;
            flash_counter <= 1;
          end else begin
            flash_counter <= 0;
            flash_clk <= 1;
            if (flash_bits_to_send == 0) begin
              state <= return_state;
            end
          end
        end
        STATE_READ_DATA: begin
          if (!flash_counter[0]) begin
            flash_clk <= 0;
            flash_counter <= flash_counter + 1;
            if (flash_counter[3:0] == 0 && flash_counter > 0) begin
              flash_data_in[flash_current_byte_num] <= flash_current_byte_out;
              flash_current_byte_num <= flash_current_byte_num + 1;
              if (flash_current_byte_num == 3) begin
                state <= STATE_START_WRITE;
              end
            end
          end else begin
            flash_clk <= 1;
            flash_current_byte_out <= {flash_current_byte_out[6:0], flash_miso};
            flash_counter <= flash_counter + 1;
          end
        end
        STATE_START_WRITE: begin
          if (!ramio_busy) begin
            ramio_enable <= 1;
            ramio_read_type <= 0;
            ramio_write_type <= 2'b11;
            ramio_address <= ramio_address_next;
            ramio_address_next <= ramio_address_next + 4;
            ramio_data_in <= {
              flash_data_in[3], flash_data_in[2], flash_data_in[1], flash_data_in[0]
            };
            state <= STATE_WRITE;
          end
        end
        STATE_WRITE: begin
          if (!ramio_busy) begin
            ramio_enable <= 0;
            flash_current_byte_num <= 0;
            if (ramio_address_next < FLASH_TRANSFER_BYTES_NUM) begin
              state <= STATE_READ_DATA;
            end else begin
              flash_cs <= 1;
              state <= STATE_TEST_1;
            end
          end
        end
        STATE_TEST_1: begin
          if (!ramio_busy) begin
            ramio_enable <= 1;
            ramio_read_type <= 3'b010;
            ramio_write_type <= 0;
            ramio_address <= 4;
            state <= STATE_TEST_2;
          end
        end
        STATE_TEST_2: begin
          if (ramio_data_out_ready) begin
            if (ramio_data_out == 32'h00_00_41_20) begin   
              led[1:0] <= 2'b00;
            end else begin
              led[1:0] <= 2'b11;
            end
            state <= STATE_DONE;
          end
        end
        STATE_DONE: begin
        end
      endcase
    end
  end
endmodule
`default_nettype wire
==> results.cfg <==
; synthesis and place-and-route metrics
[sta]
setup_violations = 0
maxSlewViolCount = 0
clock_skew_ps = 13.15
rsz0062_at_grt = false
fmax_ghz = 0.3222
hold_violations = 0
slew_headroom = 0.4397
worstMarginPinSlew_ps = 835.4
setup_tns_ps = 0
fin_crit_ps = 3104
period_used_share = 0.5968

[die]
ios = 112
design.core.area_um2 = 28010
core_util_floorplan = 0.3075
die_x_um = 171.5
fp.dieH_um = 171.5
die-area_um2 = 29400
rows = 61

[power]
fin_total_pwr_uw = 2991
ir_drop_uv = 212.2
power_density_nw_per_um2 = 279.2
p_leak_uw = 0.004250

[clock_network]
clockBufferDepth = 2
cts_buffers = 17
cts_tree = done
post_cts_buffers = 0
worstSkewPairLatency_ps = 430
htreeDepth = 4
cts_sinks = 198
cts_resized = 0
root_buffer = clkbuf_16
clk_pin_slew_ps = 80
postCtsHoldBufs = 0

[final_layout]
mostFrequentLayoutCells = dfrtp_1 (133), clkdlybuf4s50_1 (106), nand2_1 (92)
drive_above_1_share = 0.1078
fin_util = 0.3824
final_cells = 1241
final_area_um2 = 10710
layout_top_cell = dfrtp_1
syn_to_final_growth_pct = 24.33

[logic_synthesis]
syn_inst = 750
synthArstFlopShare = 0.6818
ys_cells = 750
synth_flop_count = 198
syn-cell-area_um2 = 8615
yosysSeqAreaShare = 0.6121
synth-edff-count = 63
synth_cell_type_count = 63
ys_dominant_reg_cell = dfrtp_1
ys_area_um2 = 8615
synth_warnings = 2
syn_area_per_cell_um2 = 11.49

[worst_setup_path]
worstPathArrival_ps = 3420
required_ps = 5520
startpoint_type = input pin
cp_slowest_cell = or4_1
r2r_slack_ps = 2250
slowest_delay_ps = 660
critPathTopFamily = simple AND/OR/NAND/NOR gates
cp-end-kind = register
worstSetupPathType = in -> reg
crit_buf_inv = 2
critPathMaxFanout = 36
path_cells = clkdlybuf4s50_1, nand4bb_2, buf_4, or4_1, nor3_1, nand3_1, xnor2_1

[grt]
grt_pass1_wl_um = 29290
gr-total-overflow = 0
grtUsageTotal = 0.1283
antenna_found_initial = 0
grt_pass1_vias = 5599
grt_max_degree = 59

[route]
viasPerCell = 4.765
wl_per_cell_um = 14.00
antenna_cells_inserted = 0
dr.first_iter.drc_count = 447
ant_nets = 0
via_count = 5913
drc = 0
drt-pass1-iter-count = 5
wl_um = 17380

[job]
max-cap-violations = 0
log.warning_count = 29

[worst_hold_path]
min-delay-path-class = reg -> reg

[place]
postPlaceCellArea_um2 = 10090
dp.cells = 1209
place_hpwl_um = 11690
gp_congestion = 0.7948
port-buffer-count = 107

[status]
status = completed
[cell usage after synthesis, drive strengths merged (12+ instances only)]
cell / instances / share of area
xor2: 15 / 0.015
xnor2: 42 / 0.043
dfrtp: 133 / 0.39
inv: 30 / 0.013
nand3: 27 / 0.016
nor4: 30 / 0.022
nor2: 56 / 0.024
edfxtp: 63 / 0.22
buf: 13 / 0.0093
mux2: 35 / 0.046
nor3: 17 / 0.0099
and2: 12 / 0.0087
o21ai: 30 / 0.017
nand4: 20 / 0.016
clkbuf: 29 / 0.013
nand2: 92 / 0.040
[cells by family (layout without fill, tap and decap cells)]
logic type | count (synthesis) | count (layout) | share of synthesized area
AOI/OAI and AO/OA | 85 | 85 | 0.06376
adders and majority gates | 8 | 8 | 0.01162
other | 1 | 4 | 0.0004353
muxes | 36 | 36 | 0.04691
buffers and inverters | 73 | 183 | 0.03558
DFF | 198 | 198 | 0.6121
and+or+nand+nor | 292 | 292 | 0.1717
xor gates and xnor gates | 57 | 57 | 0.05795
[power breakdown]
group	total, uW	internal, uW	switching [uW]
Combinational	51.5	26.0	25.5
Clock	1340	664	677
Sequential	1600	1600	0
[worst paths after layout]
path,to,cells after the start,startpoint
min in group asynchronous,ramio_address[18],1,rst_n
worst min register to register,ramio_data_in[8],1,flash_data_in[1][0]
worst max register to register,flash_counter[31],6,state[1]
worst max-delay path,ramio_address_next[30],7,ramio_busy
worst min-delay path,ramio_data_in[8],1,flash_data_in[1][0]
max in group asynchronous,ramio_data_in[9],3,rst_n
[routing by layer]
layer,wire (um),global-route usage,up-vias
met5,0,0,-
met4,176,0.01398,0
met3,772,0.02366,13
met2,8032,0.1994,139
met1,8395,0.1998,2882
li1,-,-,2879
[flip-flops by register name, indices dropped and copies added, names as in the netlist, 2 cells and up]
| signal | cells |
|---|---|
| flash_current_byte_out | 8 |
| flash_current_byte_num | 8 |
| flash_data_to_send | 8 |
| flash_counter | 32 |
| flash_data_in | 32 |
| ramio_data_in | 32 |
| ramio_address_next | 30 |
| return_state | 2 |
| ramio_address | 30 |
| flash_bits_to_send | 5 |
| state | 4 |
[cell type report]
| class | count | area [um2] |
|---|---|---|
| multi-input cells | 482 | 3059 |
| fillers | 2650 | 17300 |
| flip-flops and latches | 198 | 5273 |
| clock inverters | 15 | 193.9 |
| inverters | 31 | 116.4 |
| clock buffers | 17 | 425.4 |
| well taps | 378 | 473.0 |
| repair buffers | 120 | 1170 |
[stage by stage]
step	hold slack, ps	setup slack [ps]
2_1_floorplan	424.1	2411
5_1_grt	483.6	1945
4_1_cts	478.7	2117
6_report	471.4	2096
3_5_place_dp	462.0	1671
3_3_place_gp	457.0	1665
