==> design/flow/design.v <==
parameter Memory_Clock = 81;
parameter PSRAM_WIDTH = 8;
parameter DQ_WIDTH = 16;
parameter ADDR_WIDTH = 21;
parameter Burst_Length  = "16_Bytes";
parameter burst_num = 4;
parameter Fixed_Latency_Enable = "Fixed";
parameter Initial_Latency = 6;
parameter Drive_Strength = 50;
parameter Deep_Power_Down = "OFF";
parameter Hybrid_Sleep_Mode = "OFF";
parameter Refresh_Rate = "normal";
parameter PASR = "full";
parameter shift_delay = 0;
`timescale 100ps / 100ps
`default_nettype none
module UartRx #(
    parameter CLK_FREQ  = 66_000_000,
    parameter BAUD_RATE = 9600
) (
    input wire rst_n,
    input wire clk,
    input wire rx,
    input wire go,
    output reg [7:0] data,
    output reg dr   
);
  localparam BIT_TIME = CLK_FREQ / BAUD_RATE;
  localparam STATE_IDLE = 0;
  localparam STATE_START_BIT = 1;
  localparam STATE_DATA_BITS = 2;
  localparam STATE_STOP_BIT = 3;
  localparam STATE_WAIT_GO_LOW = 4;
  reg [$clog2(5)-1:0] state;
  reg [$clog2(9)-1:0] bit_count;
  reg [(BIT_TIME == 1 ? 1 : $clog2(BIT_TIME))-1:0] bit_counter;
  always_ff @(posedge clk, negedge rst_n) begin
    if (!rst_n) begin
      state <= STATE_IDLE;
      data <= 0;
      bit_count <= 0;
      bit_counter <= 0;
      dr <= 0;
    end else begin
      case (state)
        STATE_IDLE: begin
          if (!rx && go) begin   
            bit_count <= 0;
            if (BIT_TIME == 1) begin
              bit_counter <= BIT_TIME - 1;  
              state <= STATE_DATA_BITS;
            end else begin
              bit_counter <= BIT_TIME / 2 - 1;  
              state <= STATE_START_BIT;
            end
          end
        end
        STATE_START_BIT: begin
          if (bit_counter == 0) begin   
            bit_counter <= BIT_TIME - 1;  
            state <= STATE_DATA_BITS;
          end else begin
            bit_counter <= bit_counter - 1;
          end
        end
        STATE_DATA_BITS: begin
          if (bit_counter == 0) begin
            data[bit_count] <= rx;
            bit_counter <= BIT_TIME - 1;  
            bit_count <= bit_count + 1;
            if (bit_count == 7) begin   
              bit_count <= 0;
              state <= STATE_STOP_BIT;
            end
          end else begin
            bit_counter <= bit_counter - 1;
          end
        end
        STATE_STOP_BIT: begin
          if (bit_counter == 0) begin   
            dr <= 1;
            state <= STATE_WAIT_GO_LOW;
          end else begin
            bit_counter <= bit_counter - 1;
          end
        end
        STATE_WAIT_GO_LOW: begin
          if (!go) begin
            data <= 0;
            dr <= 0;
            state <= STATE_IDLE;
          end
        end
      endcase
    end
  end
endmodule
`default_nettype wire
==> design/flow/run.sh <==
#!/bin/bash
# OpenROAD 26Q1-2900-gdf79404cd8, Yosys 0.63+post, stock flow scripts
make -C /OpenROAD-flow-scripts/flow DESIGN_CONFIG=/design/flow/config.mk WORK_HOME=/design/flow/orfs finish
==> design/flow/config.mk <==
export PLATFORM = sky130hd
export DESIGN_NAME = UartRx
export DESIGN_NICKNAME = UartRx
export VERILOG_FILES = /design/flow/design.v
export SDC_FILE = /design/flow/constraint.sdc
export NUM_CORES = 4
export LEC_CHECK = 1
export CORE_AREA = 10 10 109 109
export DIE_AREA = 0 0 119 119
==> design/flow/constraint.sdc <==
current_design UartRx

set clk_period 6.9
set clk_io_pct 0.2

create_clock -name clk0 -period $clk_period [get_ports {clk}]

set non_clock_inputs [all_inputs -no_clocks]
set_input_delay [expr $clk_period * $clk_io_pct] -clock clk0 $non_clock_inputs
set_output_delay [expr $clk_period * $clk_io_pct] -clock clk0 [all_outputs]
==> results.txt <==
Results of an implementation run.

STA classifies the critical path startpoint as an input pin. The peak fanout along the critical path is 9. Row generation in the floorplan step produced 36 rows.

The cell sitting at the root of the clock tree is a clkbuf_8. In the Yosys stats the netlist draws on 56 distinct library cells. For the completed layout, the total cell area is recorded as roughly 2400 µm².

The initial antenna violation count came to 0. From synthesis to final layout, the design area changed by 17.1%. The final timing report lists a hold violation count of 0. The post-synth count of flops with an enable pin is 0. The number of clock buffers inserted by TritonCTS is 5. Per the run summary, max-cap violations total 0. The internal portion of total power is between 300 and 400 µW. The first global-routing pass estimated 8.83 mm of wire. The number of clock sinks is 31. The logs give a warning total of 30.

For this run, the script counts the antenna cells in the layout as 0. The chip area line in the Yosys stat output reads roughly 2000 µm². The fmax is 310 MHz.

Per the gpl log, the routability congestion estimate is 0.832. Yosys stat counts 228 cells in the synthesized netlist. In this run the standard cell core region covers approximately 9600 µm². OpenROAD reports that the post-layout worst path occupies between 40% and 50% of the period.

The placed instance area is 2310 µm². The routed wire length is 4.89 mm. The register bit total from synthesis is 31. The flow ran to the end, and the final reports show no timing, DRC or antenna violations. The total overflow left after global routing is 0. The horizontal die dimension is 119 µm.

The number of setup violations in the final report is 0. In the setup report, the worst path falls into the class input pin to register. The DRC marker count from the first detailed-route iteration is 137. The relative slew slack is 42.7%. The floorplan step defined a die boundary enclosing between 10000 and 15000 µm².

The number of antenna-violating nets in the routed design is 0. The number of buffers on the longest clock path is 2. met3 track demand over resource after global routing is 1.53%.

The fraction of the yosys area taken by sequential cells is 37.7%. The most frequent logic cell in the layout is dfrtp_1. For this run, the detailed router reports a per-instance via density of 4.92. For the worst setup path, the data required time is ~7.1 ns.

The worst clock skew is 0.00410 ns. The prevailing post-synth register cell is dfrtp_1. The synthesized netlist cell count is 228. The layer with the highest usage is met2. Per the summary, power density relative to cell area is 234 nW/µm². The worst hold path belongs to the class register to register. TritonRoute output was used to compute an average wire per cell of 13.1 µm. TritonCTS built the clock tree. The global routing report lists met2 layer usage as 11.5%. The worst hold-check slack is 0.519 ns. The number of buffers added for setup after CTS is 0.

The total routing usage reported by global routing is 7.19%. The count of cells resized by post-cts repair is 0. The relative contribution of combinational cells to total power is 27.5%. The share of synthesized registers carrying an async set or reset is 100%. The iteration count recorded for the first detailed-route pass is 4.

The net switching share of the total power is 33.6%. The OpenROAD report gives the critical path a data arrival time of 3.38 ns. The routed design could run at a clock period as short as 3.22 ns. The number of pins exceeding their max-slew limit in the final report is 0. Per the cell usage report, the commonest logic cells after layout are dfrtp_1, inv_1, o21ai_0.

The fraction of final layout cells with drive strength greater than 1 is 8.33%. The slack of the worst reg-to-reg path is about 4.6 ns. The maximum number of pins on one net before global-route repair is 32. The total net switching power is 190 µW.

The remaining design rule violation count is 0. The met1 usage in global routing is 10.2%. 13 I/O pins were placed.

The cell area after technology mapping is 2060 µm². The tally of buffers added on design ports is 12. The measured slew at the worst slew-check pin is 0.836 ns. The synthesized area divided by synthesized cell count is 9.03 µm². The later pin in the worst-skew pair is clocked with a latency of 0.28 ns.

For the final routed database, the setup TNS stands at 0 ns. After legalization and detailed placement, the total HPWL measured 3.55 mm. The flow reports that sequential cells draw 44.8% of the design power. In this run the VDD rail shows a maximum IR drop of about 0.073 mV. The static leakage is 0.962 nW.

In the CTS report, the clock slew at the register clock pins of the worst setup and hold paths is listed as around 0.070 ns. In the floorplan report the effective utilization is 21.4%. Setup repair after global routing left no endpoint under its margin.

The final worst-path setup slack is about 3.7 ns. The via count of the first global-routing pass is 1778. The type of destination of the critical path is a register. The H-tree depth is 2. Across all layers, the routed design uses 1837 vias.

The number of warning messages in the yosys log is 1. The post-placement setup slack is 3.43 ns. The report puts the hold buffer count at CTS at 0. The share of total power dissipated in the clock network is 27.7%.

The die height is approximately 120 µm.
synth_stat cells (4+ instances only):
master | instances | share of area (%)
dfrtp_1 | 30 | 36
inv_1 | 18 | 3.3
o21ai_0 | 17 | 4.1
o211ai_1 | 15 | 5.5
nand2_1 | 13 | 2.4
nand3_1 | 10 | 2.4
nor3_1 | 9 | 2.2
ha_1 | 7 | 4.3
nor2_1 | 7 | 1.3
nor4_1 | 7 | 2.1
clkbuf_1 | 6 | 1.1
a22o_1 | 5 | 2.1
a22oi_1 | 5 | 1.8
nand2b_1 | 5 | 1.5
a21oi_1 | 4 | 0.97
o22ai_1 | 4 | 1.2
registers in the layout, summed over array words and instances (netlist names):
signal       count
dr               1
state            5
bit_counter     13
bit_count        4
data             8
through the flow:
| step | instances | utilization (%) | power, mW |
|---|---|---|---|
| floorplan | 228 | - | 0.363 |
| global placement | 365 | 24.0 | 0.410 |
| detailed placement | 365 | 24.0 | 0.410 |
| CTS | 373 | 25.0 | 0.572 |
| global route | 373 | 25.0 | 0.610 |
| finish | 373 | 25.0 | 0.565 |
cell type report:
type | count | area, µm²
inverters | 18 | 67.6
flip-flops and latches | 31 | 777
repair buffers | 14 | 135
multi-input cells | 169 | 1170
well taps | 133 | 166
fillers | 1046 | 7230
clock buffers | 8 | 100
power groups by stage:
| stage | combinational, mW | clock, mW | sequential [mW] |
|---|---|---|---|
| CTS | 0.156 | 0.164 | 0.253 |
| finish | 0.156 | 0.157 | 0.253 |
| global route | 0.177 | 0.172 | 0.260 |
critical path: stages:
cell	delay, ns
clkdlybuf4s50_1	0.51
nand2b_1	0.25
mux2i_1	0.66
nand2_2	0.19
a221o_1	0.39
cells by family (layout without fill, tap and decap cells):
logic type / count (synthesis) / in the layout / share of synthesized area, %
simple gates: 82 / 82 / 24.4
compound gates: 73 / 73 / 24.5
flops: 31 / 31 / 37.7
buf+inv: 28 / 40 / 5.65
fa+ha+maj: 7 / 7 / 4.25
mux: 5 / 5 / 2.55
xor+xnor: 2 / 2 / 0.851
path summary, 6_finish.rpt:
kind,start,to,cells after the start
worst max-delay path,rx,bit_counter[7]$_DFFE_PN0P_,5
worst min-delay path,data[4]$_DFFE_PN0P_,data[4]$_DFFE_PN0P_,2
worst max register to register,bit_counter[7]$_DFFE_PN0P_,bit_counter[0]$_DFFE_PN0P_,4
worst min register to register,data[4]$_DFFE_PN0P_,data[4]$_DFFE_PN0P_,2
max in group asynchronous,rst_n,state[0]$_DFF_PN1_,2
min in group asynchronous,rst_n,data[0]$_DFFE_PN0P_,2
per-layer routing:
layer	routed length (µm)	vias to the layer above
met3	286	7
met2	2250	47
li1	-	909
met4	38	0
met5	0	-
met1	2320	874
Power figures rest on the tool's default switching activity, not on a simulated workload.
