$ cat flow/config.mk
export PLATFORM = sky130hd
export DESIGN_NAME = BurstRAM
export DESIGN_NICKNAME = BurstRAM
export VERILOG_FILES = /design/flow/design.v
export SDC_FILE = /design/flow/constraint.sdc
export NUM_CORES = 4
export LEC_CHECK = 1
export CORE_UTILIZATION = 50
$ cat flow/constraint.sdc
current_design BurstRAM

set clk_period 17.6
set clk_io_pct 0.2

create_clock -name clk0 -period $clk_period [get_ports {clk}]

set non_clock_inputs [all_inputs -no_clocks]
set_input_delay [expr $clk_period * $clk_io_pct] -clock clk0 $non_clock_inputs
set_output_delay [expr $clk_period * $clk_io_pct] -clock clk0 [all_outputs]
$ cat flow/design.v
parameter Memory_Clock = 81;
parameter PSRAM_WIDTH = 8;
parameter DQ_WIDTH = 16;
parameter ADDR_WIDTH = 21;
parameter Burst_Length  = "16_Bytes";
parameter burst_num = 4;
parameter Fixed_Latency_Enable = "Fixed";
parameter Initial_Latency = 6;
parameter Drive_Strength = 50;
parameter Deep_Power_Down = "OFF";
parameter Hybrid_Sleep_Mode = "OFF";
parameter Refresh_Rate = "normal";
parameter PASR = "full";
parameter shift_delay = 0;
`timescale 100ps / 100ps
`default_nettype none
module BurstRAM #(
    parameter DATA_FILE = "",   
    parameter DEPTH_BITWIDTH = 4,   
    parameter DATA_BITWIDTH = 64,   
    parameter BURST_COUNT = 4,   
    parameter CYCLES_BEFORE_INITIATED = 10,   
    parameter CYCLES_BEFORE_DATA_VALID = 6   
) (
    input wire clk,
    input wire rst_n,
    input wire cmd,   
    input wire cmd_en,   
    input wire [DEPTH_BITWIDTH-1:0] addr,   
    input wire [DATA_BITWIDTH-1:0] wr_data,   
    input wire [DATA_BITWIDTH/8-1:0] data_mask,   
    output reg [DATA_BITWIDTH-1:0] rd_data,   
    output reg rd_data_valid,   
    output reg init_calib,
    output reg busy
);
  localparam DEPTH = 2 ** DEPTH_BITWIDTH;
  localparam CMD_READ = 0;
  localparam CMD_WRITE = 1;
  reg [$clog2(CYCLES_BEFORE_INITIATED):0] init_calib_delay_counter;
  reg [DATA_BITWIDTH-1:0] data[DEPTH-1:0];
  reg [$clog2(BURST_COUNT)-1:0] burst_counter;
  reg [$clog2(CYCLES_BEFORE_DATA_VALID):0] read_delay_counter;
  reg [DEPTH-1:0] addr_counter;
  localparam STATE_INITIATE = 5'b00001;
  localparam STATE_IDLE = 5'b00010;
  localparam STATE_READ_DELAY = 5'b00100;
  localparam STATE_READ_BURST = 5'b01000;
  localparam STATE_WRITE_BURST = 5'b10000;
  reg [4:0] state;
  initial begin
    if (DATA_FILE != "") begin
      $readmemh(DATA_FILE, data);
    end
  end
  always @(posedge clk, negedge rst_n) begin
    if (!rst_n) begin
      rd_data_valid <= 0;
      rd_data <= 0;
      busy <= 1;
      init_calib <= 0;
      init_calib_delay_counter <= 0;
      state <= STATE_INITIATE;
    end else begin
      case (state)
        STATE_INITIATE: begin
          if (init_calib_delay_counter == CYCLES_BEFORE_INITIATED) begin
            busy <= 0;
            init_calib <= 1;
            state <= STATE_IDLE;
          end
          init_calib_delay_counter <= init_calib_delay_counter + 1;
        end
        STATE_IDLE: begin
          if (cmd_en) begin
            busy <= 1;
            burst_counter <= 0;
            case (cmd)
              CMD_READ: begin
                read_delay_counter <= 0;
                addr_counter <= addr;
                state <= STATE_READ_DELAY;
              end
              CMD_WRITE: begin
                data[addr] <= wr_data;
                addr_counter <= addr + 1;
                state <= STATE_WRITE_BURST;
              end
            endcase
          end
        end
        STATE_READ_DELAY: begin
          if (read_delay_counter == CYCLES_BEFORE_DATA_VALID - 1) begin
            rd_data_valid <= 1;
            rd_data <= data[addr_counter];
            addr_counter <= addr_counter + 1;
            state <= STATE_READ_BURST;
          end
          read_delay_counter <= read_delay_counter + 1;
        end
        STATE_READ_BURST: begin
          burst_counter <= burst_counter + 1;
          addr_counter  <= addr_counter + 1;
          if (burst_counter == BURST_COUNT - 1) begin
            rd_data_valid <= 0;
            set_new_state_after_command_done;
          end else begin
            rd_data <= data[addr_counter];
          end
        end
        STATE_WRITE_BURST: begin
          burst_counter <= burst_counter + 1;
          addr_counter  <= addr_counter + 1;
          if (burst_counter == BURST_COUNT - 1) begin
            set_new_state_after_command_done;
          end else begin
            data[addr_counter] <= wr_data;
          end
        end
        default: ;
      endcase
    end
  end
  task set_new_state_after_command_done;
    begin
      busy  <= 0;
      state <= STATE_IDLE;
      if (cmd_en) begin
        busy <= 1;
        burst_counter <= 0;
        case (cmd)
          CMD_READ: begin
            read_delay_counter <= 0;
            addr_counter <= addr;
            state <= STATE_READ_DELAY;
          end
          CMD_WRITE: begin
            data[addr] <= wr_data;
            addr_counter <= addr + 1;
            state <= STATE_WRITE_BURST;
          end
        endcase
      end
    end
  endtask
endmodule
`default_nettype wire
$ cat flow/run.sh
#!/bin/bash
# OpenROAD 26Q1-2900-gdf79404cd8, Yosys 0.63+post, stock flow scripts
make -C /OpenROAD-flow-scripts/flow DESIGN_CONFIG=/design/flow/config.mk WORK_HOME=/design/flow/orfs finish
==> CHANGELOG.md <==
## Flow update

- Startpoint types: input port
- Routed Antenna Nets: 0
- R2R cell count: 10
- Chip Width: 332.6 um
- EDFF count, synth: 1034
- CTS Buf Count: 120
- Number of distinct library cells after synthesis: 55
- Dpl cells: 5116
- Slew HR: 38.54%
- Pre-antenna DRT Iters: 6
- Core Area: 107700 sq um
- Max Slew Vio Count: 0
- Synth Flop Type: edfxtp_1
- RSZ-0062 raised after global routing: no
- Critical-path cell list: clkdlybuf4s50_1 > nand3_1 > o21ai_4 > buf_4 > buf_4 > mux2_2
- Dominant cell area share: 56.83%
- Flops & latches, synth: 1111
- Hold path start: init_calib_delay_counter[4]$_DFFE_PN0P_
- Post-Syn Area: 54630 sq um
- Tmin final: 6581 ps
- Layout area overhead: 12.14%
- Largest net degree at the start of global routing: 94
- Floorplan row count: 120
- Top cells, area: edfxtp_1 57%, mux2_2 19%, dfrtp_1 3.4%, mux2_1 2.4%, a22oi_1 1.8%
- Pwr Density: 199.7 nW/um^2
- Worst IR drop on VDD: 0.0001139 V
- Max Cap Violations: 0
- Final total negative setup slack: 0 ps
- RD Place Congestion: 0.8545
- Setup violations, final: 0
- 1st-iter DRT viols: 2459
- Seq share, synth: 60.36%
- Reg2reg start: addr_counter[2]$_DFFE_PP_
- Post-Synthesis Cells: 3823
- Most used cell, CP: buf_4
- DR vias: 35790
- Port Buffers: 138
- Hold Path Depth: 1
- Setup slack, reg-to-reg: 12670 ps
- Share of cells above drive strength 1: 32.45%
- Io pins: 147
- DP HPWL: 93760 um
- FP Util: 50.75%
- Latest clock arrival within the worst-skew pair: 710 ps
- WL final: 172500 um
- Reg clk slew, reported paths: 60 ps
- Slowest CP cell: o21ai_4
- Vias in the first global route: 37875
- GRT Util Overall: 34.05%
- Cts hold-fix bufs: 0
- Final Cycle Share: 37.39%
- Clk buf depth: 3
- Die extent in y: 332.6 um
- Antenna violations before repair: 6
- Tool Warnings: 42
- Fmax: 151.9 MHz
- Root Driver: clkbuf_16
- Mean area per synthesized cell: 14.29 sq um
- Synthesis area per yosys: 54630 sq um
- Hold slack: 483.7 ps
- Vias per cell: 6.697
- PostCTS Resize Cnt: 0
- H-tree Lvls: 3
- # Cells Yosys: 3823
- Max FO, Critical Path: 26
- Global-route wire length before repair: 252200 um
- Hold Path Sink: init_calib_delay_counter[4]$_DFFE_PN0P_
- Ys Warns: 2
- Status: finished clean
- Critical path class: input port to register
- Leakage power total: 0.01998 uW
- Remaining DRCs: 0
- Clock sinks: 1111
- Finished Layout Cells: 5344
- Chip Area: 110600 sq um
- R2r endpoint: data[7][35]$_DFFE_PP_
- Count leader, synth: edfxtp_1
- Worst hold path type: register to register
- Crit end category: register
- Worst Skew: 19.80 ps
- Congestion Overflow GR: 0
- Critical path's largest stage delay: 750 ps
- Critical path data arrival time: 7020 ps
- Post-synth top cells: 1034 x edfxtp_1, 906 x mux2_2, 234 x nand2_1
- CTS tree: done
- Req. time, crit path: 18040 ps
- Async S/R FF share, synth: 6.931%
- Post-synth top area cell: edfxtp_1
- Postcts setup bufs: 0
- Worst Max-Slew Pin Slew: 918.4 ps
- Wire per inst: 32.28 um
- Fin. Hold Viols: 0
-- power breakdown --
group	switching [uW]	internal (uW)	total [uW]	leakage, uW
clock	1030	1400	2430	0.00187
sequential	414	4310	4720	0.0104
combinational	3120	1960	5080	0.00775
-- placed cells by master, fill, tap and decap left out, types with 33 or more instances in the layout --
cell	netlist	routed
a21oi_1	91	90
a221oi_1	37	37
a222oi_1	68	68
a22oi_1	129	129
buf_4	0	111
clkbuf_16	0	123
clkdlybuf4s50_1	0	137
dfrtp_1	75	75
edfxtp_1	1034	1034
mux2_1	117	117
mux2_2	906	906
mux2i_1	87	87
nand2_1	234	234
nand3_1	97	96
nor2_1	76	56
o211ai_1	34	34
o21ai_0	162	162
o22ai_1	33	33
o32a_1	34	34
-- worst max-delay path, delay by kind of cell --
| kind | cells | cell delay (ps) |
|---|---|---|
| and+or+nand+nor | 1 | 390 |
| AOI/OAI and AO/OA | 1 | 750 |
| buffers and inverters | 3 | 1930 |
| muxes | 1 | 390 |
-- through the flow --
stage / power [uW] / util (%) / setup slack [ps] / area, sq um
6_report: 12230 / 56.91 / 11020 / 61270
5_1_grt: 12750 / 56.91 / 10970 / 61260
4_1_cts: 12210 / 56.90 / 11110 / 61260
3_5_place_dp: 9772 / 53.40 / 10340 / 57490
3_3_place_gp: 9636 / 53.40 / 10410 / 57490
2_1_floorplan: 7838 / - / 10260 / 54630
-- state kept, by name, indices dropped and copies added, names as in the netlist --
name / cells
burst_counter: 2
addr_counter: 4
data: 1024
read_delay_counter: 4
init_calib_delay_counter: 5
rd_data: 64
busy: 1
state: 5
rd_data_valid: 1
init_calib: 1
-- layout make-up --
class / instances / area [sq um]
clock buffers: 166 / 3369
flip-flops and latches: 1111 / 32980
well taps: 1403 / 1755
inverters: 13 / 50.05
fillers: 8084 / 46390
diodes: 3 / 7.507
multi-input cells: 2337 / 20420
repair buffers: 252 / 2285
clock inverters: 59 / 404.1
-- metal layers --
layer / share of wire, % / up-vias / track usage (%)
li1: - / 15102 / -
met1: 36 / 17900 / 45.36
met2: 46 / 2411 / 48.55
met3: 15 / 369 / 21.82
met4: 3.4 / 8 / 9.240
met5: 0.11 / - / 1.129
-- cell families after synthesis --
group / after synthesis / share of synthesized area, %
XOR/XNOR: 11 / 0.1763
AND-OR/OR-AND: 702 / 9.433
multiplexers: 1110 / 22.68
buffers and inverters: 375 / 2.943
AND/OR/NAND/NOR: 501 / 4.106
adder cells (fa/ha/maj): 13 / 0.2977
flip-flops: 1111 / 60.36
-- worst max path at each step --
| stage | slack (ps) | depth (start not counted) | to | start |
|---|---|---|---|---|
| after CTS | 11110 | 7 | data[9][36]$_DFFE_PP_ | addr[0] |
| after global routing | 10970 | 8 | data[10][35]$_DFFE_PP_ | addr[0] |
| final | 11020 | 6 | data[9][36]$_DFFE_PP_ | cmd |
Power is estimated from default activity; no workload was simulated.
